==> flow/design.v <==
module rst_gen (
	input 			clk_i,
	input 			rst_i,
	output			rst_o
);
reg [2:0]	rst_cpt;
always @(posedge clk_i) begin
	if (rst_i)
		rst_cpt = 3'b0;
	else begin
		if (rst_cpt == 3'b100)
			rst_cpt = rst_cpt;
		else
			rst_cpt = rst_cpt + 3'b1;
	end
end
assign rst_o = !rst_cpt[2];
endmodule
`timescale 1ns/1ps
module CountDeCount #(
    parameter OUT_REG_SIZE = 8,
    parameter INT_REG_SIZE = 64
)(
    input clk_i,
    input rst_i,
    input inc_i,
    input dec_i,
    output reg [OUT_REG_SIZE-1:0] pos_o
);
reg [INT_REG_SIZE-1:0] counter;
assign pos_o = counter[INT_REG_SIZE-1:INT_REG_SIZE-OUT_REG_SIZE];
always @(posedge clk_i or posedge rst_i)
begin
    if(rst_i)
    begin
        counter = {INT_REG_SIZE{1'b0}};
    end
    else begin
        if(inc_i & !dec_i & (counter < {INT_REG_SIZE{1'b1}}))
            counter <= counter + 1'b1;
        else if(!inc_i & dec_i & (counter > {INT_REG_SIZE{1'b0}}))
            counter <= counter - 1'b1;
    end
end
endmodule
`timescale 1ns/1ps
module PadServo #(
    parameter CLK_PER_NS = 40
)(
    input clk_i,
    output dclock_o,
    output dlatch_o,
    input sdata_i,
    output srv_o,
);
reg reset;
rst_gen rst_inst (.clk_i(clk_i), .rst_i(1'b0), .rst_o(reset));
wire [15:0] snes_reg;
SNesPad #(
    .CLK_PER_NS(CLK_PER_NS),
    .REG_SIZE(16)
) snespad (
    .clk_i(clk_i),
    .rst_i(reset),
    .dclock_o(dclock_o),
    .dlatch_o(dlatch_o),
    .sdata_i(sdata_i),
    .vdata_o(snes_reg)
);
wire [7:0] position;
CountDeCount #(
    .OUT_REG_SIZE(8),
    .INT_REG_SIZE(24),
) cdct (
    .clk_i(clk_i),
    .rst_i(reset),
    .inc_i(snes_reg[8]),
    .dec_i(snes_reg[9]),
    .pos_o(position)
);
SimpleServo sso (
    .clk_i(clk_i),
    .rst_i(reset),
    .en_i(1'b1),
    .position_i(position),
    .srv_o(srv_o)
);
endmodule
`timescale 1ps/1ps
module SimpleServo #(
    parameter CLK_PER_NS = 40,
    parameter N = 8
)
(
    input clk_i,
    input rst_i,
    input en_i,
    input [N-1:0] position_i,
    output srv_o
);
reg [($clog2(1 + (1_000_000/CLK_PER_NS)))-1:0] mscounter;
reg ms_pulse;
always @(posedge clk_i or posedge rst_i)
begin
    if(rst_i)
    begin
        mscounter <= 0;
        ms_pulse <= 1'b0;
    end
    else
        begin
            ms_pulse <= 1'b0;
            if(!en_i)
                mscounter <= 0;
            else if(mscounter >= (1_000_000/CLK_PER_NS))
            begin
                mscounter <= 0;
                ms_pulse <= 1'b1;
            end
            else 
            begin
                mscounter <= mscounter + 1'b1;
            end
        end
end
reg [7:0] counter18ms;
always @(posedge clk_i or posedge rst_i)
begin
    if(rst_i)
        counter18ms <= 0;
    else if(state_reg == s_low18ms)
        begin
            if(ms_pulse)
                counter18ms <= counter18ms + 1'b1;
        end
    else
        counter18ms <= 0;
end
reg [($clog2(1 + ((1_000_000/CLK_PER_NS)/2**N)))-1:0] pulsecounter;
reg [N-1: 0] pulsecount;
always @(posedge clk_i or posedge rst_i)
begin
    if(rst_i)
    begin
        pulsecount <= 0;
        pulsecounter <= 0;
    end
    else
        if (state_reg == s_pulseon || state_reg == s_pulseoff)
           begin
               if(pulsecounter >= ((1_000_000/CLK_PER_NS)/(2**N)))
               begin
                   pulsecounter <= 0;
                   pulsecount <= pulsecount + 1;
               end
               else
                   pulsecounter <= pulsecounter + 1;
           end
        else
        begin
            pulsecounter <= 0;
            pulsecount <= 0;
        end
end
localparam [2:0] s_init     = 3'h0,
                 s_pulse1ms = 3'h1,
                 s_pulseon  = 3'h2,
                 s_pulseoff = 3'h3,
                 s_low18ms  = 3'h4;
reg [2:0] state_reg, state_next;
always @(posedge clk_i or posedge rst_i)
    if(rst_i)
        state_reg <= s_init;
    else
        state_reg <= state_next;
always @*
begin
    case(state_reg)
        s_init: if(ms_pulse)
                    state_next = s_pulse1ms;
                else
                    state_next = state_reg;
        s_pulse1ms:
            if(!en_i)
                state_next = s_init;
            else if(ms_pulse)
                state_next = s_pulseon;
            else
                state_next = state_reg;
        s_pulseon :
            if(!en_i)
                state_next = s_init;
            else if(pulsecount >= position_i)
                state_next = s_pulseoff;
            else
                state_next = state_reg;
        s_pulseoff:
            if(!en_i)
                state_next = s_init;
            else if(ms_pulse)
                state_next = s_low18ms;
            else
                state_next = state_reg;
        s_low18ms :
            if(!en_i)
                state_next = s_init;
            else if(counter18ms >= 20 - 3)
                state_next = s_init;
            else
                state_next = state_reg;
        default:
            state_next = s_init;
    endcase;
end
assign srv_o = en_i && ((state_reg == s_pulse1ms) || (state_reg == s_pulseon));
endmodule
`timescale 1ns/1ps
module SNesPad #(
    parameter CLK_PER_NS = 40,
    parameter REG_SIZE = 16
)(
    input clk_i,
    input rst_i,
    output dclock_o,
    output dlatch_o,
    input sdata_i,
    output reg [REG_SIZE-1:0] vdata_o
);
reg [15:0] tmpdata;
reg [4:0] indexcnt;
reg [($clog2(1 + (500_000/CLK_PER_NS)))-1:0] hmscounter;
reg hms_pulse;
always @(posedge clk_i or posedge rst_i)
begin
    if(rst_i)
    begin
        hmscounter <= 0;
        hms_pulse <= 1'b1;
    end else begin
        hms_pulse <= 1'b0;
        if(hmscounter >= (500_000/CLK_PER_NS))
        begin
            hmscounter <= 0;
            hms_pulse <= 1'b1;
        end else begin
            hmscounter <= hmscounter + 1'b1;
        end
    end
end
reg sdata_tmp, sdata_s;
always @(posedge clk_i or posedge rst_i)
begin
    if(rst_i)
    begin
        sdata_tmp <= 1'b0;
        sdata_s <= 1'b0;
    end
    else begin
        sdata_tmp <= sdata_i;
        sdata_s <= sdata_tmp;
    end
end
localparam [2:0] s_init   = 3'b000,
                 s_latch  = 3'b001,
                 s_schigh = 3'b010,
                 s_sclow  = 3'b011,
                 s_valid  = 3'b100;
reg [2:0] state_reg, state_next;
always @(posedge clk_i or posedge rst_i)
    if(rst_i)
        state_reg <= s_init;
    else
        state_reg <= state_next;
always @*
begin
    case(state_reg)
        s_init:
            if(hms_pulse)
                state_next = s_latch;
            else
                state_next = state_reg;
        s_latch:
            if(hms_pulse)
                state_next = s_sclow;
            else
                state_next = state_reg;
        s_sclow:
            if(hms_pulse)
            begin
                if(indexcnt == (REG_SIZE - 1))
                    state_next = s_valid;
                else
                    state_next = s_schigh;
            end else
                state_next = state_reg;
        s_schigh:
            if(hms_pulse)
                state_next = s_sclow;
            else
                state_next = state_reg;
        s_valid:
            if(hms_pulse)
                state_next = s_init;
            else
                state_next = state_reg;
        default:
            state_next = s_init;
    endcase;
end
always @(posedge clk_i or posedge rst_i)
begin
    if(rst_i) begin
        tmpdata <= 0;
        indexcnt <= 0;
    end else begin
        if(hms_pulse) begin
            if(state_reg == s_latch) begin
                tmpdata <= {tmpdata[14:0], sdata_s};
            end
            else if(state_reg == s_schigh) begin
                indexcnt <= indexcnt + 1'b1;
                tmpdata <= {tmpdata[14:0], sdata_s};
            end
            else if(state_reg == s_init)
            begin
                indexcnt <= 0;
                tmpdata <= 0;
            end
            else if(state_reg == s_valid)
            begin
                vdata_o <= tmpdata;
            end
        end
    end
end
assign dclock_o = (state_reg == s_schigh);
assign dlatch_o = (state_reg == s_init || state_reg == s_latch);
endmodule
==> flow/run.sh <==
#!/bin/bash
# OpenROAD 26Q1-2900-gdf79404cd8, Yosys 0.63+post, stock flow scripts
make -C /OpenROAD-flow-scripts/flow DESIGN_CONFIG=/design/flow/config.mk WORK_HOME=/design/flow/orfs finish
==> flow/config.mk <==
export PLATFORM = sky130hd
export DESIGN_NAME = PadServo
export DESIGN_NICKNAME = PadServo
export VERILOG_FILES = /design/flow/design.v
export SDC_FILE = /design/flow/constraint.sdc
export NUM_CORES = 4
export LEC_CHECK = 1
export CORE_UTILIZATION = 30
==> flow/constraint.sdc <==
current_design PadServo

set clk_period 4.1
set clk_io_pct 0.2

create_clock -name clk0 -period $clk_period [get_ports {clk_i}]

set non_clock_inputs [all_inputs -no_clocks]
set_input_delay [expr $clk_period * $clk_io_pct] -clock clk0 $non_clock_inputs
set_output_delay [expr $clk_period * $clk_io_pct] -clock clk0 [all_outputs]
==> results.tsv <==
metric	value	unit
Syn Inst Count	618	
Post-Synth Adder-Cell Area	9.64	%
slew margin rel.	52.4	%
first-pass GRT wire length	18800	um
Post-Synth Simple-Gate Area	16.9	%
clk slew on worst S/H paths	0.07	ns
Slew Limit Fails	0	
largest net degree at the start of global routing	34	
ys flops	110	
Synth warnings	5	
Post-Synth AOI/OAI Area	14.1	%
critical-path maximum fanout	13	
Rows	51	
number of fill cells	1986	
Worst Clk Skew	0.00861	ns
mux cell area share after synthesis	1.41	%
placed cell count	878	
GRT Overall Usage	11.3	%
hold crit path type	register to asynchronous set/reset pin	
final setup fails	0	
Biggest register	cdct.counter	
main area contributors	dfrtp_1, ha_1, xor2_1, nor2_1, xnor2_1	
VDD IR max	0.185	mV
Tmin final	3.75	ns
Die X	144	um
area share, top type	42.2	%
Post-synth seq share	46.0	%
share of layout cells above drive strength 1	6.04	%
WS Path Type	register to register	
area of the multi-input gates	3080	um2
Vias	4227	
most common logic cells in the final layout	dfrtp_1, nor2_1, nand2_1	
CTS Buf Count	9	
GP Congestion	0.868	
dpl cell area	6410	um2
CTS Buffer Depth	2	
CTS root buffer	clkbuf_16	
antenna cells	0	
largest area contributor in the netlist	dfrtp_1	
crit path DAT	3.96	ns
Async SR Flop Fraction	95.5	%
Netlist cell types	58	
die area	20700	um2
vias in the first global route	4005	
Area Overhead vs Synth	11.1	%
DRC violations left	0	
DP Wirelength	7510	um
period utilization	91.4	%
GR Overflow Total	0	
yosys synthesis chip area	6050	um2
number of port buffers	4	
Worst Setup Slack, final	0.351	ns
# clock sinks	110	
non-filler instance count after layout	894	
worst-margin pin slew	0.715	ns
tool warnings	34	
Leak	3.06	nW
syn_area_per_cell	9.78	um2
DR WL/cell	11.8	um
CTS tree	yes	
CP Capture Type	register	
pwr/cell area	295	nW/um2
Max Cap Viol	0	
fp util	30.9	%
Yosys Instances	618	
Core Box Area	19600	um2
DIE HEIGHT	144	um
element type at the critical path start	register	
status	finished clean	
max reg flops	24	
1st-pass router iterations	4	
count of final hold-check violations	0	
Setup Buffers After CTS	0	
crit path DRT	4.31	ns
Commonest Layout Cell	dfrtp_1	
Dominant combinational family	simple AND/OR/NAND/NOR gates	
top flop regs	cdct.counter x24, sso.mscounter x15, snespad.hmscounter x14	
Sequential cell area	2780	um2
RSZ-0062 raised after global routing	false	
pre-CTS setup slack	0.189	ns
initial antenna violation count	0	
top_reg_cell synth	dfrtp_1	
Finished Cell Area	6720	um2
IO Pins	5	
synthesized area	6050	um2
clk ins delay skew pair	0.35	ns
vias per inst	4.73	
ANT nets after route	0	
WL final	10600	um
TNS Setup	0	ns
xor+xnor area frac	8.84	%
number of enable flip-flop cells	5	
DRT iter0 DRCs	202	
H-Tree Depth	3	
Max Fclk	267	MHz
==> synth_stat cells (15+ instances only) <==
cell     number
xor2_1       33
a22o_1       15
nand2_1      58
dfrtp_1     102
nand4_1      19
o21ai_1      21
a21oi_1      26
nand3_1      25
nor2_1       69
ha_1         45
o21ai_0      20
xnor2_1      28
inv_1        30
==> power by group <==
| part | leakage (nW) | internal [mW] | switching [mW] |
|---|---|---|---|
| Sequential | 1.47 | 1.09 | 0.000287 |
| Clock | 0.153 | 0.484 | 0.404 |
| Combinational | 1.44 | 0.000816 | 0.000106 |
| Total | 3.06 | 1.58 | 0.405 |
==> cell type report <==
cell class              count  area share [%]
inverters                  31            1.73
clock buffers               9            3.35
clock inverters             7            1.23
repair buffers             12            1.49
multi-input cells         460            45.8
well taps                 265            4.94
flip-flops and latches    110            41.4
==> critical path, stage by stage, from the launching register on <==
cell and delay [ns]:
dfrtp_1 0.42, nand4_1 0.15, or4_1 0.55, nor3_1 0.21, nor3b_1 0.13, inv_2 0.21, buf_4 0.25, ha_1 0.27
nand3_1 0.12, or2_1 0.24, o21bai_2 0.20, a41oi_2 0.19, nor4b_1 0.41, o31a_1 0.20, o31ai_2 0.06
==> metal layers <==
layer  track usage [%]  vias up  part of all wire [%]
li1                  -     2203                     -
met2              16.8       38                    43
met3              2.06        7                   2.5
met1              18.2     1979                    53
met4              1.06        0                  0.88
met5                 0        -                     0
==> stage by stage <==
stage	total power, mW	hold slack, ns	utilization, %
floorplan	1.11	0.331	-
global placement	1.11	0.337	32.7
detailed placement	1.11	0.336	32.7
CTS	2.02	0.345	34.3
global route	2.06	0.383	34.3
finish	1.98	0.309	34.3
==> final timing paths <==
kind	start	end	slack, ns	cells after the start
setup / recovery	cdct.counter[21]	cdct.counter[22]	0.35	14
max in group asynchronous	rst_inst.rst_cpt[2]	snespad.hms_pulse	2.42	2
hold reg to reg	rst_inst.rst_cpt[2]	snespad.hmscounter[7]	0.31	0
min in group clk0	snespad.sdata_tmp	snespad.sdata_s	0.36	0
setup reg to reg	cdct.counter[21]	cdct.counter[22]	0.35	14
hold / removal	rst_inst.rst_cpt[2]	snespad.hmscounter[7]	0.31	0
==> logic make-up (layout without fill, tap and decap cells) <==
kind of cell,count (synthesis),count (layout)
muxes,8,8
buffers and inverters,48,59
DFF,110,110
adders and majority gates,46,46
AOI/OAI and AO/OA,128,128
xor gates and xnor gates,61,61
and+or+nand+nor,217,217
==> what timing repair did <==
item / 4_1_cts / 5_1_grt
endpoints found under the setup margin: 0 / 4
hold buffers: 0 / 0
gates resized: 0 / 1
Power and IR drop assume default switching activity.
