==> /design/flow/design.v <==
module rst_gen (
	input 			clk_i,
	input 			rst_i,
	output			rst_o
);
reg [2:0]	rst_cpt;
always @(posedge clk_i) begin
	if (rst_i)
		rst_cpt = 3'b0;
	else begin
		if (rst_cpt == 3'b100)
			rst_cpt = rst_cpt;
		else
			rst_cpt = rst_cpt + 3'b1;
	end
end
assign rst_o = !rst_cpt[2];
endmodule
`timescale 1p/1ps
module HVSync(
    input clk_i,
    input rst_i,
    output hsync_o,
    output vsync_o,
    output display_on,
    output [9:0] hpos,
    output [8:0] vpos);
localparam H_DISPLAY = 640;   
localparam H_FRONT = 8;       
localparam H_SYNC = 96;       
localparam H_BACK = 40;       
localparam V_SYNC = 4;        
localparam V_BACK = 25;       
localparam V_TOP = 4;         
localparam V_DISPLAY = 480;   
localparam V_BOTTOM = 14;     
localparam H_SYNC_START = H_DISPLAY + H_FRONT;
localparam H_SYNC_END = H_DISPLAY + H_FRONT + H_SYNC - 1;
localparam H_MAX = H_DISPLAY + H_BACK + H_FRONT + H_SYNC - 1; 
localparam V_SYNC_START = V_DISPLAY + V_BOTTOM;
localparam V_SYNC_END = V_DISPLAY + V_BOTTOM + V_SYNC - 1;
localparam V_MAX = V_DISPLAY + V_TOP + V_BOTTOM + V_SYNC - 1;
reg [9:0] hpos_count;
reg [8:0] vpos_count;
assign hpos = hpos_count;
assign vpos = vpos_count;
wire hpos_max = (hpos_count == H_MAX);
wire vpos_max = (vpos_count == V_MAX);
assign display_on = (hpos_count < H_DISPLAY) && (vpos_count < V_DISPLAY);
always@(posedge clk_i)
begin
    if(rst_i)
    begin
        hpos_count <= 0;
    end else begin
        hsync_o <= ~(hpos_count >= H_SYNC_START
                    && hpos_count <= H_SYNC_END);
        if(hpos_max)
            hpos_count <= 0;
        else
            hpos_count <= hpos_count + 1'b1;
    end
end
always@(posedge clk_i)
begin
    if(rst_i)
    begin
        vpos_count <= 0;
    end else begin
        vsync_o <= ~(vpos_count >= V_SYNC_START
                  && vpos_count <= V_SYNC_END);
        if(hpos_max)
            if(vpos_max)
                vpos_count <= 0;
            else
                vpos_count <= vpos_count + 1'b1;
    end
end
endmodule
`timescale 1ps/1ps
module SimpleVga #(
    parameter CLK_PER_NS = 40
)
(
    input clk_i,
    output red_o,
    output green_o,
    output blue_o,
    output vsync_o,
    output hsync_o
);
reg reset;
rst_gen rst_inst (.clk_i(clk_i), .rst_i(1'b0), .rst_o(reset));
wire display_on;
wire [9:0] hpos;
wire [8:0] vpos;
HVSync hvs(
    .clk_i(clk_i),
    .rst_i(reset),
    .hsync_o(hsync_o),
    .vsync_o(vsync_o),
    .display_on,
    .hpos(hpos),
    .vpos(vpos)
);
localparam SQWIDTH = 2;
localparam HWIDTH = 640;
localparam VWIDTH = 480;
wire square =    ((hpos >= 0) && (hpos <= SQWIDTH))
              || ((hpos <= (HWIDTH - 1)) && (hpos >= (HWIDTH - SQWIDTH - 1)))
              || ((vpos >= 0) && (vpos <= SQWIDTH))
              || ((vpos <= VWIDTH - 1) && (vpos >= VWIDTH - SQWIDTH - 1));
assign red_o = display_on & ((hpos[4] == 1'b1) | square);
assign green_o = display_on & ((hpos[5] == 1'b1) | square);
assign blue_o = display_on & ((hpos[6] == 1'b1) | square);
endmodule
==> /design/flow/run.sh <==
#!/bin/bash
# OpenROAD 26Q1-2900-gdf79404cd8, Yosys 0.63+post, stock flow scripts
make -C /OpenROAD-flow-scripts/flow DESIGN_CONFIG=/design/flow/config.mk WORK_HOME=/design/flow/orfs finish
==> /design/flow/config.mk <==
export PLATFORM = sky130hd
export DESIGN_NAME = SimpleVga
export DESIGN_NICKNAME = SimpleVga
export VERILOG_FILES = /design/flow/design.v
export SDC_FILE = /design/flow/constraint.sdc
export NUM_CORES = 4
export LEC_CHECK = 1
export CORE_AREA = 10 10 100 100
export DIE_AREA = 0 0 110 110
==> /design/flow/constraint.sdc <==
current_design SimpleVga

set clk_period 2.9
set clk_io_pct 0.2

create_clock -name clk0 -period $clk_period [get_ports {clk_i}]

set non_clock_inputs [all_inputs -no_clocks]
set_input_delay [expr $clk_period * $clk_io_pct] -clock clk0 $non_clock_inputs
set_output_delay [expr $clk_period * $clk_io_pct] -clock clk0 [all_outputs]
==> flow_metrics.env <==
# yosys + openroad results
export IMPL_place_congestion=0.866
export IMPL_grt_usage_pct=4.31
export IMPL_core_sq_mm=0.00781
export IMPL_ctsHoldBuffers=0
export IMPL_cts_buffer_depth=2
export IMPL_status="completed"
export IMPL_wl_per_cell_microns=9.83
export IMPL_grt_max_degree=15
export IMPL_die_area_sq_mm=0.0121
export IMPL_ys_seq_share_pct=40.0
export IMPL_cap_viol_max_count=0
export IMPL_start_kind="register"
export IMPL_warnings=31
export IMPL_viasPerCell=4.06
export IMPL_post_synth_inst_count=150
export IMPL_edf_count=5
export IMPL_slew_headroom_pct=64.5
export IMPL_flop_cell="dfxtp_1"
export IMPL_drive_gt1_share_pct=10.3
export IMPL_p_total_w=0.000636
export IMPL_crit_fanout=3
export IMPL_ant_nets=0
export IMPL_synth_area_sq_mm=0.00133
export IMPL_h_tree_depth=1
export IMPL_setup_viol=0
export IMPL_postCtsSetupBuffers=0
export IMPL_vias=1047
export IMPL_ys_chip_area_sq_mm=0.00133
export IMPL_synthArstFlopShare_pct=0
export IMPL_clock_latency_ps=270
export IMPL_antenna_cells=0
export IMPL_overflow=0
export IMPL_antenna_found_initial=0
export IMPL_clock_skew_ps=5.81
export IMPL_numClockSinks=24
export IMPL_clockRootBuffer="clkbuf_8"
export IMPL_cp_arrival_ps=2230
export IMPL_drcViolationCount=0
export IMPL_cts_tree="done"
export IMPL_required_ps=2320
export IMPL_synth_avg_cell_area_sq_um=8.85
export IMPL_endpoint_kind="primary output"
export IMPL_p_per_area_mw_per_mm2=401
export IMPL_slew_viol_final=0
export IMPL_first_iter_violations=34
export IMPL_grt_pass1_vias=973
export IMPL_layout_top_cell="dfxtp_1"
export IMPL_chipHeight_microns=110
export IMPL_vdd_drop_max_mv=0.234
export IMPL_cts_buffers=3
export IMPL_wl_microns=2540
export IMPL_post_route_period_util_pct=97.1
export IMPL_port_buffer_count=5
export IMPL_hold_viol_final=0
export IMPL_grt_pass1_wl_microns=4370
export IMPL_timing_worst_setup_path_type="reg -> out"
export IMPL_pin_count=6
export IMPL_clkTransAtPathRegs_ps=90
export IMPL_finish_utilization_pct=20.3
export IMPL_worst_hold_path_type="reg -> reg"
export IMPL_tightest_slew_ps=529
export IMPL_post_dp_hpwl_microns=1770
export IMPL_die_w_microns=110
export IMPL_timing_final_crit_period_ps=2810
export IMPL_num_rows=32
export IMPL_p_leak_nw=0.611
export IMPL_max_freq_ghz=0.355
export IMPL_netlist_cell_type_count=33
export IMPL_ys_cells=150
export IMPL_synth_flops=24
export IMPL_fp_util_pct=17.0
export IMPL_synthToLayoutAreaGrowth_pct=19.3
export IMPL_drt_pass1_iterations=4
export IMPL_synth_warnings=4
export IMPL_lay_top_cells="17 x dfxtp_1, 15 x nor2_1, 10 x inv_1, 10 x nand2_1, 8 x nand3_1"
[kinds of logic (layout without fill, tap and decap cells)]
| kind of cell | Yosys count | count (layout) | synth area share, % |
|---|---|---|---|
| XOR/XNOR | 10 | 10 | 6.60 |
| adder cells (fa/ha/maj) | 9 | 9 | 8.48 |
| buffers and inverters | 15 | 21 | 5.00 |
| AND/OR/NAND/NOR | 68 | 68 | 28.4 |
| AND-OR/OR-AND | 24 | 24 | 11.6 |
| flip-flops | 24 | 24 | 40.0 |
[routing by layer]
layer / global-route usage (%) / vias to the layer above / part of all wire, %
li1: - / 548 / -
met1: 5.95 / 483 / 50
met2: 6.69 / 12 / 43
met3: 1.12 / 4 / 5.5
met4: 0.929 / 0 / 0.99
met5: 0 / - / 0
[stage by stage]
step | cells | worst slack, ps | TNS [ps] | cell area, sq um | hold slack [ps]
after detailed placement | 254 | 279 | 0 | 1490 | 496
after floorplan | 150 | 781 | 0 | 1330 | 464
after global placement | 254 | 347 | 0 | 1490 | 493
final | 258 | 85.5 | 0 | 1580 | 511
after CTS | 258 | 5.46 | 0 | 1570 | 520
after global routing | 258 | -0.828 | -0.828 | 1580 | 575
[sequential cells by signal (all words and copies together) (netlist names)]
| register | count |
|---|---|
| rst_inst.rst_cpt | 3 |
| hvs.vpos_count | 9 |
| hvs.vsync_o | 1 |
| hvs.hsync_o | 1 |
| hvs.hpos_count | 10 |
[worst paths after layout]
check | from | endpoint | slack, ps | cells after the start
min reg2reg | hvs.hpos_count[0]$_SDFF_PP0_ | hvs.hpos_count[0]$_SDFF_PP0_ | 510 | 1
max reg2reg | hvs.hpos_count[0]$_SDFF_PP0_ | hvs.vpos_count[2]$_SDFFE_PN0P_ | 870 | 5
max | hvs.vpos_count[1]$_SDFFE_PN0P_ | green_o | 90 | 7
min | hvs.hpos_count[0]$_SDFF_PP0_ | hvs.hpos_count[0]$_SDFF_PP0_ | 510 | 1
[power breakdown]
group / switching [W] / internal, W
clock network: 0.000112 / 0.000185
registers: 0 / 0.000339
logic: 0 / 0
total: 0.000112 / 0.000523
[Yosys cell counts (2+ instances only)]
cell	number	area share, %
o21ai_0	5	1.9
a21oi_1	9	3.4
nand3_1	8	3.0
inv_1	10	2.8
xor2_1	7	4.6
nand4_1	6	2.8
and3_1	4	1.9
and4_1	2	1.3
and2_1	2	0.94
o31ai_1	3	1.7
buf_2	2	0.75
o2111ai_1	3	2.0
ha_1	9	8.5
clkbuf_1	2	0.57
edfxtp_1	5	11
nor3_1	3	1.1
dfxtp_1	19	29
or3_1	7	3.3
nand2_1	10	2.8
nand4b_1	2	1.3
or4_1	3	1.7
xnor2_1	3	2.0
a21boi_1	2	1.1
nor2_1	15	4.2
[timing repair]
item	CTS	global route
endpoints found under the setup margin	3	3
pin swaps	0	1
endpoints found under the hold margin	0	0
resized	2	6
[final cells by class]
class | count | area, sq um
Multi-Input combinational cell | 111 | 749
Inverter | 10 | 37.5
Fill cell | 847 | 6220
Tap cell | 102 | 128
Timing Repair Buffer | 7 | 65.1
Clock buffer | 3 | 41.3
Clock inverter | 1 | 30.0
Sequential cell | 24 | 533
[critical path: stages, from the launching register on]
cell and delay [ps]:
dfxtp_2 340, inv_1 100, ha_2 200, nor3_1 40, or4_1 510, and4_4 180
a21oi_2 130, clkdlybuf4s50_1 470
