==> flow/design.v <==
module rst_gen (
	input 			clk_i,
	input 			rst_i,
	output			rst_o
);
reg [2:0]	rst_cpt;
always @(posedge clk_i) begin
	if (rst_i)
		rst_cpt = 3'b0;
	else begin
		if (rst_cpt == 3'b100)
			rst_cpt = rst_cpt;
		else
			rst_cpt = rst_cpt + 3'b1;
	end
end
assign rst_o = !rst_cpt[2];
endmodule
`timescale 1ps/1ps
module SimpleServo #(
    parameter CLK_PER_NS = 40,
    parameter N = 8
)
(
    input clk_i,
    input rst_i,
    input en_i,
    input [N-1:0] position_i,
    output srv_o
);
reg [($clog2(1 + (1_000_000/CLK_PER_NS)))-1:0] mscounter;
reg ms_pulse;
always @(posedge clk_i or posedge rst_i)
begin
    if(rst_i)
    begin
        mscounter <= 0;
        ms_pulse <= 1'b0;
    end
    else
        begin
            ms_pulse <= 1'b0;
            if(!en_i)
                mscounter <= 0;
            else if(mscounter >= (1_000_000/CLK_PER_NS))
            begin
                mscounter <= 0;
                ms_pulse <= 1'b1;
            end
            else 
            begin
                mscounter <= mscounter + 1'b1;
            end
        end
end
reg [7:0] counter18ms;
always @(posedge clk_i or posedge rst_i)
begin
    if(rst_i)
        counter18ms <= 0;
    else if(state_reg == s_low18ms)
        begin
            if(ms_pulse)
                counter18ms <= counter18ms + 1'b1;
        end
    else
        counter18ms <= 0;
end
reg [($clog2(1 + ((1_000_000/CLK_PER_NS)/2**N)))-1:0] pulsecounter;
reg [N-1: 0] pulsecount;
always @(posedge clk_i or posedge rst_i)
begin
    if(rst_i)
    begin
        pulsecount <= 0;
        pulsecounter <= 0;
    end
    else
        if (state_reg == s_pulseon || state_reg == s_pulseoff)
           begin
               if(pulsecounter >= ((1_000_000/CLK_PER_NS)/(2**N)))
               begin
                   pulsecounter <= 0;
                   pulsecount <= pulsecount + 1;
               end
               else
                   pulsecounter <= pulsecounter + 1;
           end
        else
        begin
            pulsecounter <= 0;
            pulsecount <= 0;
        end
end
localparam [2:0] s_init     = 3'h0,
                 s_pulse1ms = 3'h1,
                 s_pulseon  = 3'h2,
                 s_pulseoff = 3'h3,
                 s_low18ms  = 3'h4;
reg [2:0] state_reg, state_next;
always @(posedge clk_i or posedge rst_i)
    if(rst_i)
        state_reg <= s_init;
    else
        state_reg <= state_next;
always @*
begin
    case(state_reg)
        s_init: if(ms_pulse)
                    state_next = s_pulse1ms;
                else
                    state_next = state_reg;
        s_pulse1ms:
            if(!en_i)
                state_next = s_init;
            else if(ms_pulse)
                state_next = s_pulseon;
            else
                state_next = state_reg;
        s_pulseon :
            if(!en_i)
                state_next = s_init;
            else if(pulsecount >= position_i)
                state_next = s_pulseoff;
            else
                state_next = state_reg;
        s_pulseoff:
            if(!en_i)
                state_next = s_init;
            else if(ms_pulse)
                state_next = s_low18ms;
            else
                state_next = state_reg;
        s_low18ms :
            if(!en_i)
                state_next = s_init;
            else if(counter18ms >= 20 - 3)
                state_next = s_init;
            else
                state_next = state_reg;
        default:
            state_next = s_init;
    endcase;
end
assign srv_o = en_i && ((state_reg == s_pulse1ms) || (state_reg == s_pulseon));
endmodule
module topServo (
    input clk_i,
    output reg srv_o
);
reg reset;
rst_gen rst_inst (.clk_i(clk_i), .rst_i(1'b0), .rst_o(reset));
SimpleServo sso (
    .clk_i(clk_i),
    .rst_i(reset),
    .en_i(1'b1),
    .position_i(8'hFF),
    .srv_o(srv_o));
endmodule
==> flow/run.sh <==
#!/bin/bash
# OpenROAD 26Q1-2900-gdf79404cd8, Yosys 0.63+post, stock flow scripts
make -C /OpenROAD-flow-scripts/flow DESIGN_CONFIG=/design/flow/config.mk WORK_HOME=/design/flow/orfs finish
==> flow/config.mk <==
export PLATFORM = sky130hd
export DESIGN_NAME = topServo
export DESIGN_NICKNAME = topServo
export VERILOG_FILES = /design/flow/design.v
export SDC_FILE = /design/flow/constraint.sdc
export NUM_CORES = 4
export LEC_CHECK = 1
export CORE_UTILIZATION = 50
==> flow/constraint.sdc <==
current_design topServo

set clk_period 3.0
set clk_io_pct 0.2

create_clock -name clk0 -period $clk_period [get_ports {clk_i}]

set non_clock_inputs [all_inputs -no_clocks]
set_input_delay [expr $clk_period * $clk_io_pct] -clock clk0 $non_clock_inputs
set_output_delay [expr $clk_period * $clk_io_pct] -clock clk0 [all_outputs]
==> results.toml <==
# synthesis and place-and-route metrics
[clock_tree]
clkLatencyLatePin_ns = 0.30
numCtsBuffers = 5
clock-sinks = 47
cts_max_level = 2
postCtsSetupRepairBufs = 0
cts_max_path_buffers = 2
cts-resized-gates = 0
ctsHoldBuffers = 0
clk_pin_slew_ns = 0.09
cts-root-buf = "clkbuf_8"
cts_tree = "yes"

[worst_setup_path]
arrival_ns = 1.43
crit_slowest_cell = "dfrtp_1"
cp_cell_sequence = "or2_2 -> clkdlybuf4s50_1"
start_kind = "register"
required_ns = 2.40
path_class = "register to output port"
cp_num_buf_inv = 1
crit_family = "flip-flops"
slowest_delay_ns = 0.42
cp_max_fo = 5
crit_path_end_kind = "output port"

[sta]
rsz0062_at_grt = "false"
hold_viol_final = 0
final.hold.worst_slack_ns = 0.2975
fmax_mhz = 492.4
fin_crit_sh_pct = 67.70
setup_violations = 0
worst_pin_slew_ns = 0.6883
maxSlewHeadroom_pct = 54.12
min_period_ns = 2.031
final_max_slew_viol_count = 0
fin_setup_tns_ns = 0
skew_ns = 0.01223

[yosys]
yosysUniqueCellTypes = 40
ys_seq_share_pct = 53.66
ys.flops = 47
syn_area_per_cell_um2 = 10.29
synthCells = 216
ys_chip_area_mm2 = 0.002222
yosysCellCount = 216
flop_cell = "dfrtp_1"
synth.cell_area_mm2 = 0.002222
async_flop_share_pct = 93.62
yosys_warnings = 2
yosys.area.top_type = "dfrtp_1"
synth-edff-count = 3
top_cell_area_share_pct = 48.42
area_leaders = "dfrtp_1, nor2_1, ha_1"

[finish]
drive_above_1_share_pct = 7.556
fill_cells = 332
mostFrequentLayoutCell = "dfrtp_1"
area_growth_pct = 8.615
lay_top_cells = "dfrtp_1, nor2_1, nand2_1, xnor2_1, xor2_1"
mi_logic_area_um2 = 975.9
top_register = "sso.mscounter"
largest_reg_flops = 15
ff_latch_area_mm2 = 0.001192
reg_top3 = "sso.mscounter x15, sso.counter18ms x8, sso.pulsecount x8"

[die]
die_y_um = 68.67
fp_util_pct = 53.62
core_area_mm2 = 0.004144
die_w_um = 68.67
io_pins = 2
chipArea_mm2 = 0.004715
rows = 23

[grt]
grt_antenna_before_repair = 0
grt_overflow_total = 0
grt_max_degree = 30
grtUsageTotal_pct = 18.57
grt_pass1_wl_um = 6175
grt_pass1_vias = 1411

[detailed_routing]
drt_first_pass_iters = 4
routed_wl_um = 3454
ant_nets = 0
post_drt_wl_per_cell_um = 12.56
drc = 0
avgViaCountPerCell = 5.476
num_antenna_cells = 0
drtIter0Drc = 84
via_count = 1506

[run_status]
outcome = "complete, no violations"

[power]
peakVddDrop_v = 0.0002484
p_leak_nw = 1.096
share_clk_of_total_power_pct = 41.6
p_int_uw = 886.4
p_comb_share_pct = 0
cellPowerDensity_mw_per_mm2 = 452.6
swShare_pct = 18.86
p_switching_uw = 206.0
seqPwrFrac_pct = 58.4

[hold_path]
min_path_type = "register to async pin"

[placed_design]
io_buffers = 1
dp_hpwl_um = 2396
gp_congestion = 0.8885

[run]
warning_count = 31
drv_cap = 0
-- cell usage after synthesis, drive strengths merged, types with 3 or more instances --
master / count
dfrtp: 43
xnor2: 14
nand3: 11
nand4: 7
ha: 10
nor2: 38
inv: 11
nand2: 16
nor4: 4
o21ai: 4
xor2: 12
edfxtp: 3
a21oi: 9
and3: 3
-- area by class of cell --
type,instances,area share [%]
clock inverters,3,1.814
clock buffers,5,2.851
multi-input cells,155,40.44
repair buffers,3,1.037
well taps,50,2.592
flip-flops and latches,47,49.40
inverters,12,1.866
-- power by group through the flow --
stage,Sequential [mW],Clock [mW],Combinational [mW]
6_report,0.638,0.454,0.000000404
5_1_grt,0.638,0.495,0.000000404
4_1_cts,0.638,0.468,0.000000404
-- per-stage QoR --
step,power [mW],instance area (um2),worst slack (ns),util [%],cells
final,1.092,2414,0.9691,58.24,275
after global routing,1.133,2414,0.9043,58.24,275
after CTS,1.106,2414,0.9491,58.24,275
after detailed placement,0.6511,2301,1.184,55.53,267
after global placement,0.6511,2301,1.251,55.53,267
after floorplan,0.6511,2222,1.115,-,216
-- kinds of logic (layout without fill, tap and decap cells) --
family / Yosys count / in the layout / synth area share [%]
AND-OR/OR-AND: 24 / 24 / 6.982
buffers and inverters: 14 / 23 / 2.421
adder cells (fa/ha/maj): 10 / 10 / 5.631
flip-flops: 47 / 47 / 53.66
AND/OR/NAND/NOR: 93 / 93 / 20.10
multiplexers: 2 / 2 / 0.9572
XOR/XNOR: 26 / 26 / 10.25
-- path summary, 6_finish.rpt --
| path | start | end | slack [ns] | cells after the start |
|---|---|---|---|---|
| setup / recovery | sso.state_reg[2] | srv_o | 0.97 | 2 |
| hold / removal | rst_inst.rst_cpt[2] | sso.pulsecount[6] | 0.30 | 0 |
| setup reg to reg | sso.counter18ms[0] | sso.state_reg[1] | 1.18 | 4 |
| hold reg to reg | rst_inst.rst_cpt[2] | sso.pulsecount[6] | 0.30 | 0 |
| max in group asynchronous | rst_inst.rst_cpt[2] | sso.state_reg[0] | 1.85 | 1 |
| min in group clk0 | sso.mscounter[14] | sso.mscounter[11] | 0.48 | 1 |
-- per-layer routing --
layer	vias up	GRT usage [%]	routed length (um)
li1	756	-	-
met1	716	29.55	1772
met2	27	27.70	1485
met3	7	4.167	131
met4	0	3.385	65
met5	-	0	0
Power and IR drop assume default switching activity.
